File: flow/run.sh
#!/bin/bash
# OpenROAD 26Q1-2900-gdf79404cd8, Yosys 0.63+post, stock flow scripts
make -C /OpenROAD-flow-scripts/flow DESIGN_CONFIG=/design/flow/config.mk WORK_HOME=/design/flow/orfs finish
File: flow/config.mk
export PLATFORM = sky130hd
export DESIGN_NAME = power_mng_reg
export DESIGN_NICKNAME = power_mng_reg
export VERILOG_FILES = /design/flow/design.v
export SDC_FILE = /design/flow/constraint.sdc
export NUM_CORES = 4
export LEC_CHECK = 1
export CORE_AREA = 10 10 71 71
export DIE_AREA = 0 0 81 81
File: flow/constraint.sdc
current_design power_mng_reg

set clk_period 1.0
set clk_io_pct 0.2

create_clock -name clk0 -period $clk_period [get_ports {pclk}]

set non_clock_inputs [all_inputs -no_clocks]
set_input_delay [expr $clk_period * $clk_io_pct] -clock clk0 $non_clock_inputs
set_output_delay [expr $clk_period * $clk_io_pct] -clock clk0 [all_outputs]
File: flow/design.v
interface pds_if(input clk);
	logic req;
	logic fault;
	logic gnt;
endinterface
module power_mng_reg(
		input          pclk,
		input          prstn,
		input [31:0]   paddr,
		input [31:0]   pwdata,
		input          psel,
		input          pwrite,
		input          penable,
		output [31:0]  prdata,
		output         pready,
		output [7:0] off,
		output [15:0] prio,
		output [7:0] pwr_bdj,
		output ports_off,
		input [7:0] req,
		input [7:0] gnt);
	parameter Tp = 1;
	parameter   DEF_OFF=32'h0000_0000,
	DEF_PRIO=32'h0000_0000,
	DEF_PWR_BDJ=32'h0000_00FF,
	DEF_PORTS_OFF=32'h0000_0000,
	DEF_REQ=32'h0000_0000,
	DEF_GNT=32'h0000_0000;
	reg [31:0] off_reg;
	reg [31:0] prio_reg;
	reg [31:0] pwr_bdj_reg;
	reg [31:0] ports_off_reg;
	reg [31:0] req_reg;
	reg [31:0] gnt_req;
	reg [31:0]     data_in;
	reg [31:0]     rdata_tmp;
	reg         pready;
	always @(posedge pclk) begin
		if(!prstn) begin
			off_reg         <=  DEF_OFF;
			prio_reg        <=  DEF_PRIO;
			pwr_bdj_reg     <=  DEF_PWR_BDJ;
			ports_off_reg   <=  DEF_PORTS_OFF;
			req_reg         <=  DEF_REQ;
			gnt_req         <=  DEF_GNT;
		end
	end
	always @(posedge pclk) begin
		if(prstn & psel & penable)
			if(pwrite)
				case(paddr)
					0 : off_reg <= pwdata;
					4 : prio_reg <= pwdata;
					8 : pwr_bdj_reg <= pwdata;
					12 : ports_off_reg <= pwdata;
				endcase
	end
	always @(penable) begin
		if(psel & !pwrite)
			case(paddr)
				0 : rdata_tmp <= off_reg;
				4 : rdata_tmp <= prio_reg;
				8 : rdata_tmp <= pwr_bdj_reg;
				12 : rdata_tmp <= ports_off_reg;
				16: rdata_tmp <= req;
				20: rdata_tmp <= gnt;
			endcase
	end
	always @(posedge pclk or negedge prstn)
	begin
		if (prstn == 0)
			pready <= #Tp 1'b0;
		else
			pready <= #Tp psel & penable & ~pready;
	end
	assign prdata = (psel & penable & !pwrite) ? rdata_tmp : 'hz;
	assign off=off_reg[7:0];
	assign prio=prio_reg[15:0];
	assign pwr_bdj=pwr_bdj_reg[7:0];
	assign ports_off=ports_off_reg[0];
endmodule:power_mng_reg
==> job_summary.md <==
### Metrics collected by this job

| Metric | Value |
|---|---|
| Outcome | completed |
| Fin crit period | 0.893 ns |
| Hold Path Class | in -> async |
| Post-synth regs | 9 |
| Register pins left without a clock | 8 |
| Overall routing resource usage | 7.39% |
| Adder-Cell Fraction of Synth Area | 0% |
| Unrepaired setup endpoints after global routing | no |
| GR Overflow Total | 0 |
| Dominant kind of combinational cell | buffers and inverters |
| Routed length per instance | 13.0 µm |
| Comb area | 531 µm² |
| Flop2flop setup slack | 0.48 ns |
| First-pass GRT wire length | 4.04 mm |
| Final core utilization | 37.0% |
| Synth area leader | buf_4 |
| Mapped Cells | 111 |
| FP Util | 24.9% |
| # DRC | 0 |
| Fmax | 1120 MHz |
| Post-DP HPWL | 2.68 mm |
| Drt initial violations | 20 |
| Setup ws final | 0.107 ns |
| CP max FO | 2 |
| Total area of sequential cells | 145 µm² |
| YS warnings | 258 |
| Clk slew on worst S/H paths | 0 ns |
| VDD IR-drop max | 0.000240 V |
| Maxcap violations | 0 |
| Share of layout cells above drive strength 1 | 9.52% |
| Final Hold Fails | 0 |
| Die width | 81 µm |
| Endpoints left unconstrained | 16 |
| Largest net degree at the start of global routing | 10 |
| Synth cell types | 18 |
| Simple share | 20.6% |
| Area growth from synthesis to layout | 48.5% |
| Syn avg cell area | 8.16 µm² |
| Vias in the first global route | 861 |
| Clock Skews | 0 ns |
| Synthesized area | 906 µm² |
| Critical Path RT | 0.93 ns |
| YS chip area | 906 µm² |
| Pwr/cell area | 260 nW/µm² |
| Leak Pwr | 0.579 nW |
| Filler Cell Count | 394 |
| Core Box Area | 3630 µm² |
| Mux area share | 9.94% |
| Clock latency (worst-skew pair) | 0 ns |
| Tool warnings | 60 |
| Setup WS pre-CTS | 0.00955 ns |
| Area leader share | 47.2% |
| CP Class | in -> reg |
| First-pass DRT Iterations | 2 |
| Antenna Cells | 0 |
| GPL Wtd Cong | 0.762 |
| Yosys Instances | 111 |
| Site Rows | 22 |
| I/O pin count | 151 |
| Cell area leaders | buf_4 (47%), dlxtn_1 (13%), mux2_2 (9.9%) |
| Critical path launch point type | input pin |
| Post-route antenna net violation count | 0 |
| # setup viols final | 0 |
| Antenna violations before repair | 0 |
| Vias/cell | 3.45 |
| Crit end category | register |
| Post CTS Setup Buffer Count | 0 |
| Die ar. | 6560 µm² |
| DR vias | 746 |
| Die Span Y | 81 µm |
| Final Slew Violations | 0 |
| Post-layout period usage | 89.3% |
| Yosys xor share | 0% |
| IO Port Bufs | 61 |
| DRT Wirelength | 2.81 mm |
| Compound Share, Synth | 4.42% |
| Setup tns final | 0 ns |
| CP arrival | 0.82 ns |
[cells in the mapped netlist (all sizes together)]
cell	number
a21oi	8
buf	59
conb	2
dfrtp	1
dlxtn	8
mux2	8
nand2	2
nand3b	1
nand4	2
nor2	2
nor2b	1
nor3	9
nor3b	1
nor4	6
or3	1
[worst paths after layout]
| check | startpoint | to | cells past startpoint |
|---|---|---|---|
| setup / recovery | psel | pready$_DFF_PN0_ | 3 |
| hold / removal | prstn | pready$_DFF_PN0_ | 1 |
| setup reg to reg | pready$_DFF_PN0_ | pready$_DFF_PN0_ | 1 |
| hold reg to reg | pready$_DFF_PN0_ | pready$_DFF_PN0_ | 1 |
| max in group asynchronous | prstn | pready$_DFF_PN0_ | 1 |
| min in group clk0 | pready$_DFF_PN0_ | pready$_DFF_PN0_ | 1 |
[state kept, by name, indices dropped and copies added, names as in the netlist]
| signal | flops |
|---|---|
| rdata_tmp | 8 |
| pready | 1 |
[logic make-up after synthesis]
family | count (synthesis)
AND-OR/OR-AND | 8
buffers and inverters | 59
flip-flops | 1
latches | 8
multiplexers | 8
other | 2
AND/OR/NAND/NOR | 25
[metrics by stage]
step / hold WS [ns] / cells / total power, mW / cell area, µm²
3_5_place_dp: 0.357 / 216 / 0.358 / 1350
5_1_grt: 0.371 / 216 / 0.383 / 1350
6_report: 0.352 / 216 / 0.349 / 1350
3_3_place_gp: 0.356 / 216 / 0.358 / 1350
4_1_cts: 0.357 / 216 / 0.358 / 1350
2_1_floorplan: -0.0956 / 166 / 0.272 / 1110
[per-layer routing]
metal	global-route usage (%)	vias up	share of wire [%]
met1	9.30	314	40
li1	-	376	-
met5	0	-	0
met2	13.3	56	50
met4	0	0	0
met3	1.78	0	9.2
[layout by cell type (no fill, tap or decap)]
master and count:
or3_1 1, nand2_1 2, nand4_2 2, nor4_1 1, nor2b_1 1, nand3b_1 1
nor3_1 9, mux2_2 8, conb_1 57, a21oi_1 8, nor3b_2 1, dlxtn_1 8
dlygate4sd2_1 1, clkdlybuf4s50_1 60, nor2_1 2, nor4_2 5, dfrtp_1 1
[critical path: stages]
cell             delay [ns]
clkdlybuf4s50_1        0.48
nand2_1                0.06
nor2_1                 0.08
[where the power goes]
part	switching [mW]	leakage (nW)	internal [mW]
Sequential	0.000877	0.0735	0.0434
Clock	0	0	0
Combinational	0.0853	0.506	0.220
Total	0.0862	0.579	0.263
[what timing repair did]
item,in CTS,in global routing
hold buffers,0,0
resized,1,0
endpoints found under the setup margin,1,0
[cell type report]
cell class	instances	share of cell area [%]
multi-input cells	98	39.4
flip-flops and latches	9	10.8
well taps	48	4.47
repair buffers	61	45.3
Power is estimated from default activity; no workload was simulated.
